==> /design/flow/design.v <==
module ALU (in1, in2, ALU_sel, out);
input [31:0] in1, in2;
input [3:0] ALU_sel;
output [31:0] out;
wire [31:0] out;
parameter [3:0] 	ADD = 4'b0000, 
			SUB = 4'b0001, 
			SLL = 4'b0010, 
			SLT = 4'b0011, 
			SLTU= 4'b0100,
			XOR = 4'b0101,
			SRL = 4'b0110,
			SRA = 4'b0111,
			OR  = 4'b1000,
			AND = 4'b1001,
			EQU = 4'b1010;
wire [31:0] SRA_out;
shift_right_a	SR_A	(in1, in2, SRA_out);
assign out = 	(ALU_sel == ADD) ?  (in1 + in2) : (
		(ALU_sel == SUB) ?  (in1 - in2) : (
		(ALU_sel == SLL) ? ((in2[31:5] != 0) ? 32'b0 : (in1 << in2[4:0])) : (
		(ALU_sel == SLT) ? (($signed(in1) < $signed(in2)) ? 32'b1 : 32'b0): (
		(ALU_sel == SLTU)? ((in1 < in2) ? 32'b1 : 32'b0) : (
		(ALU_sel == XOR) ?  (in1 ^ in2) : (
		(ALU_sel == SRL) ? ((in2[31:5] != 0) ? 32'b0 : (in1 >> in2[4:0])) : (
		(ALU_sel == SRA) ?   SRA_out : (
		(ALU_sel == OR)  ?  (in1 | in2) : (
		(ALU_sel == AND) ?  (in1 & in2) : (
		(ALU_sel == EQU) ?   in2 : 32'hxxxx_xxxx))))) )))));
endmodule
module shift_right_a (x, n, x_shifted);
input	[31:0]	x, n;
output	[31:0] 	x_shifted;
wire	[31:0]	x0, x1, x2, x3, x4, x_shifted;
shift_right_a1	sra_1	(x,  n[0], x0);	 
shift_right_a2	sra_2	(x0, n[1], x1);	 
shift_right_a4	sra_4	(x1, n[2], x2);	 
shift_right_a8	sra_8	(x2, n[3], x3);	 
shift_right_a16	sra_16	(x3, n[4], x4);	 
assign	x_shifted = (n[31:5] != 27'b0) ? ((x[31])?  32'hFFFF_FFFF : 32'b0)
				   :   x4;	
endmodule
module shift_right_a1	(x, n0, x_shifted1);
input	[31:0]	x;
input	n0;
output	[31:0] 	x_shifted1;
assign 	x_shifted1 = (n0) ?	((x[31]) ? {1'b1, x[31:1]}
					 : {1'b0, x[31:1]})	
			  :	  x;
endmodule
module shift_right_a2	(x, n1, x_shifted2);
input	[31:0]	x;
input	n1;
output	[31:0] 	x_shifted2;
assign 	x_shifted2 = (n1) ?	((x[31]) ? {2'b11, x[31:2]}	
 					 : {2'b0,  x[31:2]})	
			  :	  x;
endmodule
module shift_right_a4	(x, n2, x_shifted4);
input	[31:0]	x;
input	n2;
output	[31:0] 	x_shifted4;
assign 	x_shifted4 = (n2) ?	((x[31]) ? {4'hf, x[31:4]}	
 					 : {4'b0, x[31:4]})	
			  :	  x;
endmodule
module shift_right_a8	(x, n3, x_shifted8);
input	[31:0]	x;
input	n3;
output	[31:0] 	x_shifted8;
assign 	x_shifted8 = (n3) ?	((x[31]) ? {8'hff, x[31:8]}	
 					 : {8'b0,  x[31:8]})	
			  :	  x;
endmodule
module shift_right_a16	(x, n4, x_shifted16);
input	[31:0]	x;
input	n4;
output	[31:0] 	x_shifted16;
assign 	x_shifted16 = (n4) ?	((x[31]) ? {16'hffff, x[31:16]}	
 					 : {16'b0,    x[31:16]})	
			   :	  x;
endmodule
==> /design/flow/run.sh <==
#!/bin/bash
# OpenROAD 26Q1-2900-gdf79404cd8, Yosys 0.63+post, stock flow scripts
make -C /OpenROAD-flow-scripts/flow DESIGN_CONFIG=/design/flow/config.mk WORK_HOME=/design/flow/orfs finish
==> /design/flow/config.mk <==
export PLATFORM = sky130hd
export DESIGN_NAME = ALU
export DESIGN_NICKNAME = ALU
export VERILOG_FILES = /design/flow/design.v
export SDC_FILE = /design/flow/constraint.sdc
export NUM_CORES = 4
export LEC_CHECK = 1
export CORE_UTILIZATION = 50
==> /design/flow/constraint.sdc <==
current_design ALU

set clk_period 20.4
set clk_io_pct 0.2

create_clock -name clk0 -period $clk_period

set non_clock_inputs [all_inputs -no_clocks]
set_input_delay [expr $clk_period * $clk_io_pct] -clock clk0 $non_clock_inputs
set_output_delay [expr $clk_period * $clk_io_pct] -clock clk0 [all_outputs]
==> results.txt <==
row cnt: 50
worst path bufs/invs: 4
RSZ-0062 raised after global routing: false
setup violators final: 0
Seq share, synth: 0%
Slew Viols, Final: 0
Synth Instances: 1511
max cap viols: 0
actual slew at the worst max-slew pin: 1262 ps
Fmax achieved: 78.65 MHz
area grow syn2layout: 9.714%
most frequent cells after synthesis: a21oi_1 (167), nand2_1 (167), nor2_1 (156)
first-pass GRT wire length: 72640 µm
Total Routing Usage GR: 49.80%
Max VDD drop: 41.34 µV
Syn Area/Cell: 6.495 µm²
Max transition margin: 14.98%
setup repair bufs after CTS: 0
Ports: 100
cycle use final: 62.32%
critical path's largest stage delay: 630 ps
Detailed Place HPWL: 37860 µm
CP Launch Type: input pin
Chip Height: 142.1 µm
clkbuf count: 0
Top delay family on crit path: buffers and inverters
DRC violations left: 0
Area leader share: 12.37%
cts hold-fix bufs: 0
vias in the first global route: 11713
Ant. Diodes: 0
crit path kind: input pin to output pin
gpl congestion: 1.148
initial antenna violation count: 2
WHS: 9411 ps
CP required: 16320 ps
IO Port Bufs: 100
min cycle time layout: 12710 ps
registers: 0
Syn Std Cell Area: 9814 µm²
Critical Path Fanout Max: 42
area of the core: 18960 µm²
Unique cell types: 92
Cell area leaders: ha_1 (12%), a21oi_1 (8.5%), o21ai_0 (7.4%)
Leakage Power: 0.004291 µW
CP max-delay cell: or4_1
Yosys top cell by area: ha_1
chip area: 20190 µm²
antenna viol nets, final: 0
most used cell, CP: clkdlybuf4s50_1
layout cells sized above 1: 6.997%
router iterations before antenna repair: 6
initial DRC count: 1409
wire per inst: 27.69 µm
Data arrival, critical path: 8630 ps
setup TNS: 0 ps
Cell Chain, Critical Path: clkdlybuf4s50_1 -> buf_4 -> inv_1 -> ha_1 -> or4_1 -> nand4_1 -> a31oi_1 -> o31ai_1 -> a21oi_1 -> o21ai_0 -> o221ai_1 -> a2bb2oi_2 -> clkdlybuf4s50_1
ys cells: 1511
global route overflow: 0
largest net degree at the start of global routing: 77
status: completed
synth warn: 0
final hold violations: 0
total routed wirelength: 49150 µm
post-CTS sizing: 0
Cell Pwr Density: 29.10 nW/µm²
vias per cell: 7.176
Log Warnings: 98
CP endpoint kind: output pin
die span in x: 142.1 µm
Flop area: 0 µm²
worst min-delay path class: input pin to output pin
fp util: 51.78%
YS chip area: 9814 µm²
DR vias: 12738
-- per-layer routing --
| metal | global-route usage, % | wire [µm] | vias up |
|---|---|---|---|
| met5 | 1.504 | 15 | - |
| met4 | 30.39 | 3749 | 2 |
| met3 | 15.18 | 6526 | 254 |
| met2 | 73.81 | 20560 | 1041 |
| met1 | 63.51 | 18310 | 5787 |
| li1 | - | - | 5654 |
-- cell usage in the layout, fill, tap and decap left out, drive strengths merged, types with 5 or more instances in the layout --
master and count:
a21oi 168, a221oi 15, nand2b 12, mux2 11, o21bai 8, nor4 16, o21ai 148, clkdlybuf4s50 96
a311oi 12, mux2i 66, o31a 5, o21a 5, inv 94, nand2 167, nand3 26, mux4 33
nand4 5, o31ai 9, nor2 158, ha 97, a221o 10, a211o 10, a211oi 30, nor2b 14
o22ai 30, xnor2 5, or2 9, or3 8, buf 31, a22oi 9, a31oi 20, o221ai 11
and3 8, a22o 5, o211ai 36, nor3 42, a21o 13, and2 9
-- metrics by stage --
step | total power, µW | utilization [%] | instances | cell area (µm²) | setup slack [ps]
6_report | 313.3 | 56.81 | 1775 | 10770 | 7686
4_1_cts | 300.3 | 56.81 | 1775 | 10770 | 7860
3_3_place_gp | 298.2 | 56.81 | 1775 | 10770 | 7956
5_1_grt | 331.2 | 56.81 | 1775 | 10770 | 7391
3_5_place_dp | 298.2 | 56.81 | 1775 | 10770 | 7876
2_1_floorplan | 185.2 | - | 1511 | 9814 | 9065
-- power by group --
group / internal [µW] / switching [µW]
sequential: 0 / 0
clock: 0 / 0
combinational: 119 / 194
total: 119 / 194
-- cell type report --
class,instances,area [µm²]
fill,1918,8188
inverter,96,360.3
multi-input combinational,1292,8896
tap,260,325.3
timing repair buffer,127,1186
-- worst paths after layout --
path   start       to  slack [ps]  cells past startpoint
max   in2[4]  out[23]        7690                     13
min   in2[1]   out[1]        9410                      5
-- kinds of logic after synthesis --
group                    count (synthesis)  share of synthesized area, %
AND/OR/NAND/NOR                        486                         22.48
adder cells (fa/ha/maj)                 99                         12.77
XOR/XNOR                                 9                        0.8031
buffers and inverters                  219                         9.651
AND-OR/OR-AND                          588                         38.69
multiplexers                           110                         15.60
-- worst min-delay path, delay by kind of cell --
kind / cells / cell delay, ps
buf+inv: 2 / 800
fa+ha+maj: 1 / 250
compound gates: 2 / 210
Power and IR drop assume default switching activity.
