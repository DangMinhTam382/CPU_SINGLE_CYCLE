**flow/run.sh**
```bash
#!/bin/bash
# OpenROAD 26Q1-2900-gdf79404cd8, Yosys 0.63+post, stock flow scripts
make -C /OpenROAD-flow-scripts/flow DESIGN_CONFIG=/design/flow/config.mk WORK_HOME=/design/flow/orfs finish
```
**flow/config.mk**
```make
export PLATFORM = sky130hd
export DESIGN_NAME = branch_comp
export DESIGN_NICKNAME = branch_comp
export VERILOG_FILES = /design/flow/design.v
export SDC_FILE = /design/flow/constraint.sdc
export NUM_CORES = 4
export LEC_CHECK = 1
export CORE_AREA = 10 10 83 83
export DIE_AREA = 0 0 93 93
```
**flow/constraint.sdc**
```tcl
current_design branch_comp

set clk_period 3.2
set clk_io_pct 0.2

create_clock -name clk0 -period $clk_period

set non_clock_inputs [all_inputs -no_clocks]
set_input_delay [expr $clk_period * $clk_io_pct] -clock clk0 $non_clock_inputs
set_output_delay [expr $clk_period * $clk_io_pct] -clock clk0 [all_outputs]
```
**flow/design.v**
```verilog
module branch_comp (data_a, data_b, BrUn, BrEq, BrLt);
input [31:0] data_a, data_b;
input BrUn;
output BrEq, BrLt;
wire BrEq, BrLt;
assign BrEq = (data_a == data_b)? 1 : 0;
assign BrLt = (~BrUn)	? ((data_a < data_b)? 1 : 0)
			: (($signed(data_a) < $signed(data_b))? 1 : 0);
endmodule
```
==> run notes <==
Notes on the physical design

After legalization and detailed placement, the total HPWL measured around 2600 um. The core footprint is 0.00514 mm2. The total of max-cap violations is 0. Per the OpenROAD floorplan log, the width of the die is 93 um. The logs give a warning total of 34. Setup repair after global routing could not meet its margin everywhere. The area recorded from the Yosys report for this design is 818 um2.

The chip occupies 0.00865 mm2. The via density per instance is 3.97. The first global-routing pass estimated 4440 um of wire. At the pin with the least slew margin, the transition time is 0.350 ns. The starting utilization of the core area is 15.9%. The kind of critical path is in -> out.

67 I/O pins were placed. The critical path endpoint has a required time of 2.56 ns. The number of standard cells in the layout, taps in and fillers out is 265.

After floorplanning, the core was divided into 26 placement rows. The overall power after layout is 0.000211 W. 0 antenna diodes ended up in the layout.

The worst setup path is captured at a primary output. The cell taking the most area after synthesis is sky130_fd_sc_hd__ha_1. The routed design has 2850 um of wire. In this run, placement finished with an instance count of approximately 260.

After layout, the worst path uses 99.5% of the clock period. For this design, the slowest cell found on the critical path is sky130_fd_sc_hd__clkdlybuf4s50_1. Static timing analysis puts the maximum clock frequency at 314 MHz. The final setup violation count is 0. The layout has 515 filler cells. Cells with a size suffix above 1 make up 23.1% of the layout. In this run the mean area of a mapped cell was 7.24 um2.

Before antenna repair, the detailed router went through 4 iterations. Cells fill 36.9% of the core in the end. In this run the VDD rail shows a maximum IR drop of 0.0392 mV. In the routed design, unresolved DRC markers number 0. The number of cells in Yosys stat is about 110. The longest incremental delay of any stage on the critical path is reported as 0.40 ns. Per Yosys stat, the portion of area used by sequential elements is 0%. STA reports the tightest min-delay check as being of type in -> out.

Entering global routing, the biggest net connects 4 pins. The worst setup slack after layout is 0.0159 ns. The die span in y is ~93 um. The number of antenna violations at the first check in global routing came to 0.

Buffers placed on the I/O ports in this run total 67. The synthesized instance count is 113. The worst setup timing slack at the placement stage is -0.474 ns. The routability-driven placement congestion ratio is 0.795. The average wire per standard cell is 10.7 um.

The post-synth design cell area is 818 um2. The antenna violation net count after detailed routing is 0. The startpoint type of the worst setup path is a primary input.

The tightest slew margin relative to the limit is between 70% and 80%. The number of global-route vias before repair is 1,011. The endpoint arrival time on the critical path is 2.54 ns.

Global routing used 5.99% of the available tracks across all layers. The synthesis report lists the most area-consuming cells as sky130_fd_sc_hd__ha_1, sky130_fd_sc_hd__inv_1, sky130_fd_sc_hd__a21oi_1, sky130_fd_sc_hd__nand4_1, sky130_fd_sc_hd__nand2_1. Per the final report, max-transition violations number 0. The layout stage reports a final design area of 0.00190 mm2. The power density over the cells is between 100 and 150 mW/mm2. The number of warnings printed during yosys synthesis is 0. The number of flip-flops and latches is 0. Summed over all cells, the static leakage comes to between 1 and 1.5 nW.

The synthesis-to-finish area growth is 132%. The report lists the cells along the critical path as clkdlybuf4s50_1 > ha_1 > and2_4 > a221o_1 > a221oi_2 > o221ai_2 > o32ai_2 > buf_2. The critical-path maximum fanout is 2. The remaining global-route overflow is 0. The count of vias placed by the detailed router is 1,051. The area fraction of the largest cell type after synthesis is 48.9%. The routed design could run at a clock period as short as between 3 and 4 ns. Per the layout area report, the register area comes to 0 um2. Counting the clock-network buffers in the layout gives 0. Counting endpoints that fail hold in the final report gives 0. The violation tally recorded at the end of detailed-routing iteration 0 is 5. The run finished with clean final reports.

The number of different library cells used by synthesis comes to 22. The placement-stage cell area is 0.00167 mm2.
cell type report:
class	count	area (um2)	share of cell area, %
Inverter	34	128	6.72
Multi-Input combinational cell	79	867	45.7
Tap cell	70	87.6	4.61
Timing Repair Buffer	82	816	43.0
cells by family (layout without fill, tap and decap cells):
family	after synthesis	count (layout)	synth area share, %
buffers and inverters	34	116	15.6
adders and majority gates	32	32	48.9
and+or+nand+nor	24	24	15.1
AOI/OAI and AO/OA	23	23	20.3
critical path, delay by kind of cell:
kind	cells	cell delay [ns]
simple gates	1	0.16
buf+inv	2	0.54
fa+ha+maj	1	0.29
compound gates	4	0.90
layer usage:
| layer | GRT usage [%] | part of all wire (%) |
|---|---|---|
| met3 | 1.13 | 5.7 |
| met4 | 0 | 0 |
| met5 | 0 | 0 |
| met1 | 8.35 | 51 |
| met2 | 9.93 | 44 |
through the flow:
stage	TNS (ns)	hold slack, ns
2_1_floorplan	0	1.40
3_3_place_gp	-0.773	2.28
4_1_cts	-0.0238	1.98
6_report	0	1.99
5_1_grt	-0.0485	2.04
3_5_place_dp	-0.802	2.28
path summary, 6_finish.rpt:
kind	start	to	slack, ns	cells after the start
hold / removal	data_a[27]	BrLt	1.99	7
setup / recovery	data_a[26]	BrLt	0.02	8
cell usage after synthesis:
| cell | instances |
|---|---|
| sky130_fd_sc_hd__nor2b_1 | 1 |
| sky130_fd_sc_hd__o32ai_1 | 1 |
| sky130_fd_sc_hd__nor4_1 | 1 |
| sky130_fd_sc_hd__a21oi_1 | 10 |
| sky130_fd_sc_hd__inv_1 | 34 |
| sky130_fd_sc_hd__a21o_1 | 2 |
| sky130_fd_sc_hd__nand4_1 | 6 |
| sky130_fd_sc_hd__a221o_1 | 2 |
| sky130_fd_sc_hd__nor3_1 | 1 |
| sky130_fd_sc_hd__nand2_1 | 7 |
| sky130_fd_sc_hd__and2_0 | 1 |
| sky130_fd_sc_hd__nor2_1 | 2 |
| sky130_fd_sc_hd__ha_1 | 32 |
| sky130_fd_sc_hd__a21boi_0 | 1 |
| sky130_fd_sc_hd__and4_1 | 1 |
| sky130_fd_sc_hd__o31a_1 | 1 |
| sky130_fd_sc_hd__a221oi_1 | 1 |
| sky130_fd_sc_hd__nand3_1 | 4 |
| sky130_fd_sc_hd__o21ai_0 | 2 |
| sky130_fd_sc_hd__a221oi_2 | 1 |
| sky130_fd_sc_hd__o211ai_1 | 1 |
| sky130_fd_sc_hd__o221ai_2 | 1 |
where the power goes:
| group | total, W | internal [W] | switching (W) | leakage [nW] |
|---|---|---|---|---|
| registers | 0 | 0 | 0 | 0 |
| clock network | 0 | 0 | 0 | 0 |
| logic | 0.000211 | 0.000137 | 0.0000738 | 1.01 |
what timing repair did:
action	4_1_cts	5_1_grt
setup endpoints to repair	2	2
pin swaps	8	12
resized	11	42
hold buffers	0	0
setup buffers	1	2
cells in the final DEF (no fill, tap or decap), drive strengths merged, types with 4 or more instances in the layout:
cell type      netlist  final
nand4                6      6
a21oi               10     10
buf                  0     16
ha                  32     32
nand3                4      4
clkdlybuf4s50        0     48
dlymetal6s2s         0     17
inv                 34     34
nand2                7      7
Power and IR drop assume default switching activity.
