==> flow/config.mk <==
export PLATFORM = sky130hd
export DESIGN_NAME = register_bank
export DESIGN_NICKNAME = register_bank
export VERILOG_FILES = /design/flow/design.v
export SDC_FILE = /design/flow/constraint.sdc
export NUM_CORES = 4
export LEC_CHECK = 1
export CORE_UTILIZATION = 30
==> flow/constraint.sdc <==
current_design register_bank

set clk_period 8.0
set clk_io_pct 0.2

create_clock -name clk0 -period $clk_period [get_ports {clk}]

set non_clock_inputs [all_inputs -no_clocks]
set_input_delay [expr $clk_period * $clk_io_pct] -clock clk0 $non_clock_inputs
set_output_delay [expr $clk_period * $clk_io_pct] -clock clk0 [all_outputs]
==> flow/design.v <==
module register_bank (wb_out, rs1, rs2, rd, RegWen, clk, rs1_out, rs2_out);
input [31:0] wb_out;
input [4:0] rs1, rs2, rd;
input RegWen, clk;
output [31:0] rs1_out, rs2_out;
reg [31:0] register [0:31];
wire [31:0] rs1_out, rs2_out;
always @(negedge clk) 
	begin
	if ((RegWen) & (rd != 5'b0))
		begin
		register[rd] = wb_out;
		end
	end
assign rs1_out = register[rs1];
assign rs2_out = register[rs2];
initial 	 
	begin
	#0 
	register[0]  = 32'b0;
	register[1]  = 32'b0;
	register[2]  = 32'b0;
	register[3]  = 32'b0;
	register[4]  = 32'b0;
	register[5]  = 32'b0;
	register[6]  = 32'b0;
	register[7]  = 32'b0;
	register[8]  = 32'b0;
	register[9]  = 32'b0;
	register[10] = 32'b0;
	register[11] = 32'b0;
	register[12] = 32'b0;
	register[13] = 32'b0;
	register[14] = 32'b0;
	register[15] = 32'b0;
	register[16] = 32'b0;
	register[17] = 32'b0;
	register[18] = 32'b0;
	register[19] = 32'b0;
	register[20] = 32'b0;
	register[21] = 32'b0;
	register[22] = 32'b0;
	register[23] = 32'b0;
	register[24] = 32'b0;
	register[25] = 32'b0;
	register[26] = 32'b0;
	register[27] = 32'b0;
	register[28] = 32'b0;
	register[29] = 32'b0;
	register[30] = 32'b0;
	register[31] = 32'b0;
	end
endmodule
==> flow/run.sh <==
#!/bin/bash
# OpenROAD 26Q1-2900-gdf79404cd8, Yosys 0.63+post, stock flow scripts
make -C /OpenROAD-flow-scripts/flow DESIGN_CONFIG=/design/flow/config.mk WORK_HOME=/design/flow/orfs finish
==> out/results.txt <==
Final-report setup violation count -> 0
DP Cell Count -> 5620
Overall routing resource usage -> 0.2045
Initial antenna violation count -> 15
CP arrival -> 6330 ps
Worst setup path category -> reg -> out
Most numerous logic cells after layout -> sky130_fd_sc_hd__inv_1, sky130_fd_sc_hd__edfxtp_1, sky130_fd_sc_hd__mux2i_1
Wire length per cell after detailed routing -> 23.28 um
Area growth syn-to-layout -> 27.81%
Synthesized netlist cell count -> 3387
HPWL after DPL -> 92510 um
Number of clock sinks seen by CTS -> 1024
Number of distinct library cell variants in the gate-level netlist after synthesis -> 25
Cell family with most CP delay -> buffers and inverters
Worst slack at placement -> 250.0 ps
Overall power -> 14840 uW
Sequential cell area fraction in the yosys report -> 0.6306
CTS tree -> done
Crit path max fanout -> 2
Cell-by-cell trace of the critical path -> mux2i_1, a22o_1, nor3_4, a31oi_2, nand3_2, clkdlybuf4s50_1
YS chip area -> 48760 um^2
Initial Util -> 0.3030
Fraction of layout cells with a size suffix above 1 -> 0.1170
Clock transition at path regs -> 40 ps
Highest metal layer with signal wires -> met5
Detailed Route WL -> 159800 um
Final worst-path setup slack -> 68.10 ps
CTS Buf Count -> 112
Headroom to the max-slew limit -> 0.4531
H-tree Lvls -> 3
CP Data Required Time -> 6400 ps
Cell with the biggest individual delay on the critical path -> sky130_fd_sc_hd__clkdlybuf4s50_1
Logic area -> 17700 um^2
Rows -> 147
Cell leakage power -> 0.02706 uW
CP max stage delay -> 480 ps
Post-synth top area cell -> sky130_fd_sc_hd__edfxtp_1
Max Cap Viol -> 0
Wire length on met1 -> 57490 um
Synthesis Warnings -> 1
Total of fill cells in the finished design -> 14620
Slew @ Worst Pin -> 818.6 ps
Core footprint -> 160900 um^2
Width of the die -> 405.2 um
Via count -> 34930
Via count of the first global-routing pass -> 37860
Final Hold Viols -> 0
Final number of max-transition violations -> 0
Detailed-routing iteration count for the pre-antenna-repair pass -> 7
Final weighted congestion in routability-driven placement -> 0.8651
Overflow after GRT -> 0
Number of buffers on the longest clock path -> 3
Yosys reg bits -> 1024
Run status -> finished, final reports clean
Worst Hold Class -> in -> out
Most common library cell in the layout ignoring fill and taps -> sky130_fd_sc_hd__inv_1
Yosys cell count -> 3387
Post-DRT Antenna Nets -> 0
Sum Neg Setup Slack -> 0 ps
Worst setup SP type -> flip-flop
Count of port buffers added during placement -> 112
Type of element capturing the critical path -> output pin
Met2 wire len -> 74270 um
Top cell type's share of synthesized area -> 0.6306
DRC marker count from the first detailed-route iteration -> 2292
Global-route wire length before repair -> 230600 um
Main area contributors -> sky130_fd_sc_hd__edfxtp_1, sky130_fd_sc_hd__mux2i_1, sky130_fd_sc_hd__a22oi_1
OpenROAD warnings -> 1030
Power density relative to cell area -> 238.1 nW/um^2
Worst Path Buf+Inv -> 1
Final Hold Slack -> 4109 ps
Peak ir drop on the vdd network -> 0.1975 mV
Post-Synthesis Cell Area -> 48760 um^2
Pin count of the biggest net entering global routing -> 74
Cell at the root of the clock tree -> sky130_fd_sc_hd__clkbuf_16
Y dimension of the die -> 405.2 um
Post-Layout Cell Count -> 6862
Sequential standard cell area -> 30750 um^2
RSZ-0062 raised after global routing -> true
I/O pins -> 113
Via count normalized by instance count -> 5.091
Overall die area -> 164200 um^2
DRC violation count after routing -> 0
DR WL met3 -> 23300 um
Average cell area after synthesis -> 14.40 um^2
Flip-flop count of the largest register, all copies and words added -> 1024
power by group:
| part | switching [uW] | total [uW] | internal [uW] |
|---|---|---|---|
| clock | 3420 | 7570 | 4150 |
| combinational | 756 | 1200 | 447 |
| sequential | 31.5 | 6070 | 6030 |
| total | 4210 | 14800 | 10600 |
per-layer routing:
metal	global-route usage	vias to the layer above
met3	0.1452	283
met2	0.2963	1960
li1	-	15840
met4	0.08300	20
met5	0.007136	-
met1	0.2334	16830
logic make-up (layout without fill, tap and decap cells):
kind of cell	after synthesis	after routing	synth area share
muxes	1024	1024	0.2102
buffers and inverters	254	1535	0.03159
DFF	1024	1024	0.6306
and+or+nand+nor	508	508	0.04708
AOI/OAI and AO/OA	576	576	0.08047
other	1	35	0.00007690
final cells by class:
type                            instances  area share
Sequential cell                      1024      0.4934
Antenna cell                            3   0.0001205
Clock buffer                          113     0.04537
Tap cell                             2160     0.04336
Multi-Input combinational cell       2140      0.2840
Clock inverter                       1121     0.08171
Timing Repair Buffer                  301     0.05204
per-stage QoR:
step / utilization / area (um^2)
floorplan: - / 48880
global placement: 0.3325 / 53510
detailed placement: 0.3325 / 53510
CTS: 0.3855 / 62040
global route: 0.3872 / 62320
finish: 0.3873 / 62320
synthesized netlist by cell type:
master,instances
sky130_fd_sc_hd__buf_4,52
sky130_fd_sc_hd__inv_1,1
sky130_fd_sc_hd__buf_6,37
sky130_fd_sc_hd__nand2_1,195
sky130_fd_sc_hd__and2_1,2
sky130_fd_sc_hd__a31oi_1,64
sky130_fd_sc_hd__nand2b_1,4
sky130_fd_sc_hd__nand3b_1,5
sky130_fd_sc_hd__a21oi_1,192
sky130_fd_sc_hd__edfxtp_1,1024
sky130_fd_sc_hd__nor2_1,34
sky130_fd_sc_hd__nor3_1,64
sky130_fd_sc_hd__nor2b_1,4
sky130_fd_sc_hd__or2_2,2
sky130_fd_sc_hd__a22oi_1,192
sky130_fd_sc_hd__nand3_1,194
sky130_fd_sc_hd__or3b_2,3
sky130_fd_sc_hd__clkbuf_4,4
sky130_fd_sc_hd__a22o_1,128
sky130_fd_sc_hd__or3_1,1
sky130_fd_sc_hd__buf_1,10
sky130_fd_sc_hd__clkbuf_1,71
sky130_fd_sc_hd__conb_1,1
sky130_fd_sc_hd__buf_2,79
sky130_fd_sc_hd__mux2i_1,1024
repair_timing:
action                     4_1_cts  5_1_grt
buffers inserted                 2        4
setup endpoints to repair       57       39
gates cloned                     0        0
resized                        140       63
hold buffers                     0        0
pin swaps                       39       48
path summary, 6_finish.rpt:
path,to,cells after the start,start
hold / removal,rs1_out[13],6,rs1[1]
setup / recovery,rs1_out[3],6,register[5][3]$_DFFE_NP_
Power is estimated from default activity; no workload was simulated.
